$ cat flow/config.mk
export PLATFORM = sky130hd
export DESIGN_NAME = mux_3x16
export DESIGN_NICKNAME = mux_3x16
export VERILOG_FILES = /design/flow/design.v
export SDC_FILE = /design/flow/constraint.sdc
export NUM_CORES = 4
export LEC_CHECK = 1
export CORE_AREA = 10 10 70 70
export DIE_AREA = 0 0 80 80
$ cat flow/constraint.sdc
current_design mux_3x16

set clk_period 2.1
set clk_io_pct 0.2

create_clock -name clk0 -period $clk_period

set non_clock_inputs [all_inputs -no_clocks]
set_input_delay [expr $clk_period * $clk_io_pct] -clock clk0 $non_clock_inputs
set_output_delay [expr $clk_period * $clk_io_pct] -clock clk0 [all_outputs]
$ cat flow/design.v
package mycpu_pkg;
  typedef enum  logic [3:0] {
                RST = 4'b0000,
                INF = 4'b0001,
                EX0 = 4'b0010,
                HLT = 4'b0100,
                XL0 = 4'b1000
                } cu_state_t;
  typedef enum  logic [3:0] {
                FMOVA = 4'b0000,
                FINC  = 4'b0001,
                FADD  = 4'b0010,
                FMUL  = 4'b0011,  
                FSRA  = 4'b0100,  
                FSUB  = 4'b0101,
                FDEC  = 4'b0110,
                FSLA  = 4'b0111,  
                FAND  = 4'b1000,
                FOR   = 4'b1001,
                FXOR  = 4'b1010,
                FNOT  = 4'b1011,
                FMOVB = 4'b1100,
                FSHR  = 4'b1101,
                FSHL  = 4'b1110,  
                FCLR  = 4'b1111
                } fs_t;
  typedef enum    logic [6:0] {
                  MOVA = 7'b0000000,
                  INC  = 7'b0000001,
                  ADD  = 7'b0000010,
                  MUL  = 7'b0000011,  
                  SRA  = 7'b0000100,  
                  SUB  = 7'b0000101,
                  DEC  = 7'b0000110,
                  SLA  = 7'b0000111,  
                  AND  = 7'b0001000,
                  OR   = 7'b0001001,
                  XOR  = 7'b0001010,
                  NOT  = 7'b0001011,
                  MOVB = 7'b0001100,
                  SHR  = 7'b0001101,
                  SHL  = 7'b0001110,
                  CLR  = 7'b0001111,
                  LDI  = 7'b1001100,
                  ADI  = 7'b1000010,
                  LD   = 7'b0010000,
                  ST   = 7'b0100000,
                  BRZ  = 7'b1100000,
                  BRN  = 7'b1100001,
                  JMP  = 7'b1110000,
                  IOR  = 7'b0010001,  
                  IOW  = 7'b0100001,  
                  XXL  = 7'b1111110,  
                  HAL  = 7'b1111111  
                  } opcode_t;
   typedef enum logic[1:0] {
                  PC_NOP = 2'b00,
                  PC_INC = 2'b01,
                  PC_BRA = 2'b10,
                  PC_JMP = 2'b11
                  } pc_t;
endpackage
import mycpu_pkg::*;
module mux_3x16
  (input logic [1:0] sel_in,
   input logic [15:0]  d0_in,
   input logic [15:0]  d1_in,
   input logic [15:0]  d2_in,   
   output logic [15:0] m_out);
   always_comb
    begin : mux_logic
        case (sel_in)
          2'b00 : m_out = d0_in;
          2'b01 : m_out = d1_in;
          2'b10 : m_out = d2_in;
	        2'b11 : m_out = '0;
        endcase
    end
endmodule
$ cat flow/run.sh
#!/bin/bash
# OpenROAD 26Q1-2900-gdf79404cd8, Yosys 0.63+post, stock flow scripts
make -C /OpenROAD-flow-scripts/flow DESIGN_CONFIG=/design/flow/config.mk WORK_HOME=/design/flow/orfs finish
==> changes_impl.md <==
### Physical design

* Max-slew headroom at about nine tenths
* Seq_cells at 0
* Grt total ovfl at 0
* Flip-flop and latch area at 0 um2
* # hold bufs at CTS at 0
* Antenna cells at 0
* Yosys top cell by area: mux2i_1
* Area contributors post-synth: mux2i_1 42%, o2bb2ai_1 37%, buf_6 8.9%
* RSZ-0062 raised after global routing: false
* Status: finished clean
* Final GP Congestion at approximately 0.79
* Area of the mapped netlist at 382 um2
* IO Pins at ~66
* Drt drc at 0
* Number of cells in Yosys stat at 39
* Met2 usage at about a tenth
* Core Util at FP at 11.2%
* Clock buffer count at 0
* Critical path class: in -> out
* Most frequently placed logic cell in the final layout: clkdlybuf4s50_1
* Met1 Use GR at 7.84%
* Pleak at ~0.00052 uW
* OpenROAD warnings at 33
* Post-detailed-route via-to-cell ratio at 3.73
* Most frequent cells in the layout: 59 x clkdlybuf4s50_1, 16 x mux2i_1, 16 x o2bb2ai_1
* DRT Pass-1 Iters at 2
* Critical Path Fanout Max at 1
* Overall power at 217 uW
* Layout area overhead at 206%
* Place WS at -0.285 ns
* Top cell area share at 42.0%
* Vias in the first global route at 626
* Iter 0 DRT Violations at 3
* Min setup slack post-route at 0.0626 ns
* CP startpoint kind: input pin
* Routed WL at 2320 um
* Setup Total Neg Slack at 0 ns
* Final Max Slew Viols at 0
* Row Count at 21
* Worst EP required at approximately 1.7 ns
* Final setup vio count at 0
* Crit share post-route at 97.0%
* Core area at 0.00342 mm2
* Maximum vdd drop at 58.7 uV
* All-Layer GR Usage at 6.26%
* Tightest Pin Transition at around 0.16 ns
* Worst Hold Class: in -> out
* Fillers at about 360
* Share of layout cells above drive strength 1 at 12.6%
* Syn_area_per_cell at between 9 and 10 um2
* Pwr/cell area at 186 mW/mm2
* Register area share after synthesis at 0%
* Max-cap violations at 0
* Final Hold Fails at 0
* Area reported by Yosys stat at 382 um2
* Initial antenna violation count at 0
* First-pass GRT wire length at 3290 um
* Die height at 80 um
* Fin util at about a third
* Dpl hpwl at approximately 2000 um
* PortBufs at 66
* Die area at between 0.006 and 0.007 mm2
* Fmax at 0.491 GHz
* Top Usage Layer GRT: met2
* Worst path arrival time at about 1.6 ns
* Total vias in the final route at 586
* Cell Type Count at 6
* Cell count after synthesis at 39
* Antenna violation net count after detailed routing at 0
* GR Layer Usage met3 at under 10%
* Crit end category: primary output
* Largest net degree at the start of global routing at 17
* Tmin final at 2.04 ns
* Wire length per cell at 14.8 um
* Chip width at ~80 um
* YS warnings at 1
==> final cells by class <==
class              instances  area [um2]  share of cell area, %
multi-input cells         33         314                   26.9
repair buffers            78         795                   68.1
well taps                 46        57.6                   4.94
==> layer usage <==
metal | share of wire, % | vias up | wire length (um)
li1 | - | 308 | -
met1 | 44 | 237 | 1020
met2 | 43 | 41 | 991
met3 | 13 | 0 | 306
met4 | 0 | 0 | 0
met5 | 0 | - | 0
==> cells by family after synthesis <==
kind of cell / after synthesis / share of synthesized area (%)
buffers and inverters: 6 / 17.7
AOI/OAI and AO/OA: 16 / 36.7
muxes: 16 / 42.0
and+or+nand+nor: 1 / 3.61
==> cells in the mapped netlist <==
library cell	instances
mux2i_1	16
buf_6	3
buf_8	2
clkbuf_1	1
nor2b_4	1
o2bb2ai_1	16
==> power by group <==
part / internal (uW) / switching (uW) / total, uW / leakage (uW)
logic: 165 / 52.7 / 217 / 0.000525
clock network: 0 / 0 / 0 / 0
registers: 0 / 0 / 0 / 0
total: 165 / 52.7 / 217 / 0.000525
==> worst max-delay path: stages <==
cell	delay (ns)
clkdlybuf4s50_1	0.48
mux2i_1	0.08
o2bb2ai_1	0.15
clkdlybuf4s50_1	0.49
==> through the flow <==
step | hold WS (ns) | cells | instance area (um2)
floorplan | 0.904 | 39 | 382
global placement | 1.76 | 151 | 1090
detailed placement | 1.76 | 151 | 1090
CTS | 1.76 | 151 | 1090
global route | 1.44 | 157 | 1170
finish | 1.37 | 157 | 1170
==> what timing repair did <==
action / in CTS / in global routing
cloned: 0 / 1
setup endpoints to repair: 16 / 16
resized: 1 / 9
buffers inserted: 0 / 5
pin swaps: 0 / 1
==> final timing paths <==
| check | start | endpoint | cells after the start |
|---|---|---|---|
| min | sel_in[0] | m_out[12] | 4 |
| max | d2_in[13] | m_out[13] | 4 |
No activity file was given, so power comes from the tool's default toggle rates.
