==> design/flow/design.v <==
package mycpu_pkg;
  typedef enum  logic [3:0] {
                RST = 4'b0000,
                INF = 4'b0001,
                EX0 = 4'b0010,
                HLT = 4'b0100,
                XL0 = 4'b1000
                } cu_state_t;
  typedef enum  logic [3:0] {
                FMOVA = 4'b0000,
                FINC  = 4'b0001,
                FADD  = 4'b0010,
                FMUL  = 4'b0011,  
                FSRA  = 4'b0100,  
                FSUB  = 4'b0101,
                FDEC  = 4'b0110,
                FSLA  = 4'b0111,  
                FAND  = 4'b1000,
                FOR   = 4'b1001,
                FXOR  = 4'b1010,
                FNOT  = 4'b1011,
                FMOVB = 4'b1100,
                FSHR  = 4'b1101,
                FSHL  = 4'b1110,  
                FCLR  = 4'b1111
                } fs_t;
  typedef enum    logic [6:0] {
                  MOVA = 7'b0000000,
                  INC  = 7'b0000001,
                  ADD  = 7'b0000010,
                  MUL  = 7'b0000011,  
                  SRA  = 7'b0000100,  
                  SUB  = 7'b0000101,
                  DEC  = 7'b0000110,
                  SLA  = 7'b0000111,  
                  AND  = 7'b0001000,
                  OR   = 7'b0001001,
                  XOR  = 7'b0001010,
                  NOT  = 7'b0001011,
                  MOVB = 7'b0001100,
                  SHR  = 7'b0001101,
                  SHL  = 7'b0001110,
                  CLR  = 7'b0001111,
                  LDI  = 7'b1001100,
                  ADI  = 7'b1000010,
                  LD   = 7'b0010000,
                  ST   = 7'b0100000,
                  BRZ  = 7'b1100000,
                  BRN  = 7'b1100001,
                  JMP  = 7'b1110000,
                  IOR  = 7'b0010001,  
                  IOW  = 7'b0100001,  
                  XXL  = 7'b1111110,  
                  HAL  = 7'b1111111  
                  } opcode_t;
   typedef enum logic[1:0] {
                  PC_NOP = 2'b00,
                  PC_INC = 2'b01,
                  PC_BRA = 2'b10,
                  PC_JMP = 2'b11
                  } pc_t;
endpackage
import mycpu_pkg::*;
module ir
  (
   input logic 	       clk,        
   input logic 	       rst_n,      
   input logic 	       il_in,      
   input logic  [15:0] ins_in,     
   output logic [15:0] ins_out,    
   output logic [15:0] ia_out,     
   output logic [15:0] iv_out      
   );
  logic [15:0] ir_r;
  logic [15:0] iv;
  reg signed [15:0] ia;
  always_ff @(posedge clk or negedge rst_n)
  begin : ir_regs
    if (rst_n == '0)
      begin
        ir_r <= '0;
      end
    else
      begin
        if (il_in == '1)
          begin
            ir_r <= ins_in;
          end
        else
          begin
            ir_r <= ir_r;
          end
      end
  end : ir_regs
  always_comb
    begin : ia_logic
      ia = $signed({{10{ir_r[8]}}, ir_r[8:6], ir_r[2:0]});
    end : ia_logic
  always_comb
    begin : iv_logic
      iv = {13'b0, ir_r[2:0]};
    end : iv_logic
  assign ins_out = ir_r;
  assign ia_out = ia;
  assign iv_out = iv;
endmodule
==> design/flow/run.sh <==
#!/bin/bash
# OpenROAD 26Q1-2900-gdf79404cd8, Yosys 0.63+post, stock flow scripts
make -C /OpenROAD-flow-scripts/flow DESIGN_CONFIG=/design/flow/config.mk WORK_HOME=/design/flow/orfs finish
==> design/flow/config.mk <==
export PLATFORM = sky130hd
export DESIGN_NAME = ir
export DESIGN_NICKNAME = ir
export VERILOG_FILES = /design/flow/design.v
export SDC_FILE = /design/flow/constraint.sdc
export NUM_CORES = 4
export LEC_CHECK = 1
export CORE_AREA = 10 10 70 70
export DIE_AREA = 0 0 80 80
==> design/flow/constraint.sdc <==
current_design ir

set clk_period 1.5
set clk_io_pct 0.2

create_clock -name clk0 -period $clk_period [get_ports {clk}]

set non_clock_inputs [all_inputs -no_clocks]
set_input_delay [expr $clk_period * $clk_io_pct] -clock clk0 $non_clock_inputs
set_output_delay [expr $clk_period * $clk_io_pct] -clock clk0 [all_outputs]
==> metrics.cfg <==
[cells_and_area]
num-fill-cells=316
area.growth.synth_to_final_pct=58.0
seq_area_sq_um=402
final_util_pct=41.3
reg.largest.list=ir_r x16
logic_area_sq_um=267
layout-drive-gt1-share_pct=30.4
largest_reg_flops=16
registers.top_by_ff_count=ir_r

[floorplanning]
dieArea_sq_um=6400
die-width_um=80
io_pins=67
core.rowCount=21
coreArea_sq_um=3420
die_y_um=80
initial_core_util_pct=26.2

[route]
num_vias=554
drt.antenna.violating_nets=0
antenna_cells=0
ratio_of_routed_vias_to_standard_cells=3.51
drc_violations_left=0
detailed_routing_iterations_pass_1=3
wire_length_reported_by_the_detailed_router_um=2240
dr.first_iter.drc_count=24
routed_wire_length_per_instance_um=14.2

[pwr]
leakagePower_nw=0.743
power.density_cell_area_nw_per_um2=782
peakVddDrop_uv=224

[worst_setup_path]
arrival_worst_endpoint_ns=1.15
critical_path.startpoint_type=flip-flop
crit-reg2reg-launch=ir_r[8]$_DFFE_PN0P_
critPathCaptureType=output pin
worst_path_largest_cell_delay_ns=0.48
critical_path_cell_list=clkdlybuf4s50_1
critical_path_peak_fanout=4
critical_path_class=flip-flop to output pin
critPathBufInv=1
path_delay_family=buffers and inverters
cell_type_of_the_slowest_stage_on_the_worst_timing_path=sky130_fd_sc_hd__clkdlybuf4s50_1
cp-startpoint=ir_r[1]$_DFFE_PN0P_
critical_path_required_ns=1.20

[global_routing]
gr_util_all_layers_pct=6.37
first_global_vias=579
antenna_found_initial=0
grt_first_pass_wirelength_um=3290
grt_max_degree=17
grt_overflow=0

[synthesis]
yosys-stat-area_sq_um=893
yosysCellCount=67
postSynthAreaPerCell_sq_um=13.3
synth_sequential_area_ratio_pct=44.8
netlist.top_cell.by_area=sky130_fd_sc_hd__dfrtp_1
yosys_warnings=1
post-synth-top-count-cell=sky130_fd_sc_hd__buf_4
synth_cell_types=7
ys_top_cells_by_area=sky130_fd_sc_hd__dfrtp_1 45%, sky130_fd_sc_hd__buf_4 27%, sky130_fd_sc_hd__mux2_4 17%
synth-seq-cells=16
synth-edff-count=0
synth.cells.most_frequent=32 x sky130_fd_sc_hd__buf_4, 16 x sky130_fd_sc_hd__dfrtp_1, 10 x sky130_fd_sc_hd__mux2_4, 6 x sky130_fd_sc_hd__mux2_2
postSynthCellCount=67
flop_cell=sky130_fd_sc_hd__dfrtp_1
syn-cell-area_sq_um=893
async_flop_share_pct=100
top_area_share_pct=44.8

[clock_network]
hold_buffers=0
clock_tree_from_tritoncts=built
clkSlewWorstSetupHoldPaths_ns=0.09
cts_made_buffers=3
ctsRootBufferMaster=sky130_fd_sc_hd__clkbuf_4
h-tree-depth=1
cts.path.max_buffers=2
clock_latency_ns=0.28
cts_sinks=16

[worst_hold_path]
timing.hold.worst.class=input pin to asynchronous set/reset pin

[sta]
max_clock_freq_mhz=692
timing.final.setup_violations=0
final.setup.worst_slack_ns=0.0541
period_used_pct=96.4
finalSetupTns_ns=0
setup_skew_after_layout_ns=0
final_max_slew_viol_count=0
timing_hold_violations_final=0
worst_hold_slack_ns=0.334
min_period_ns=1.45

[placement]
io_buffer_count=53
gpl.final_weighted_congestion=0.729
pre_cts_ws_ns=0.0363
dp_hpwl_um=1760

[outcome]
status=completed

[job]
drv_cap=0
log.warning_count=26

metrics by stage:
stage | instances | instance area, sq um | total power, mW
floorplan | 79 | 938 | 0.659
global placement | 146 | 1280 | 0.829
detailed placement | 146 | 1280 | 0.830
CTS | 152 | 1330 | 1.13
global route | 158 | 1410 | 1.19
finish | 158 | 1410 | 1.10
per-layer routing:
layer,share of wire (%),up-vias,GRT usage (%)
li1,-,262,-
met3,8.0,2,1.70
met2,50,28,9.63
met4,1.7,0,1.58
met1,40,262,8.83
met5,0,-,0
layout make-up:
type	count	area share, %
clock buffer	4	2.57
sequential	16	28.5
multi-input combinational	29	18.9
tap	46	4.08
timing repair buffer	63	46.0
logic make-up after synthesis:
logic type,Yosys count,share of synthesized area [%]
buffers and inverters,34,30.4
DFF,16,44.8
muxes,16,24.4
other,1,0.420
path summary, 6_finish.rpt:
path,to,slack [ns],depth (start not counted)
min in group clk0,ir_r[15]$_DFFE_PN0P_,0.51,1
min reg2reg,ir_r[15]$_DFFE_PN0P_,0.51,1
max in group asynchronous,ir_r[8]$_DFFE_PN0P_,0.97,2
max reg2reg,ir_r[8]$_DFFE_PN0P_,0.49,3
max,iv_out[1],0.05,1
min,ir_r[12]$_DFFE_PN0P_,0.33,2
where the power goes:
part	total [mW]	leakage, nW	switching [mW]	internal (mW)
clock network	0.275	0.0210	0.127	0.148
logic	0.328	0.536	0.0678	0.260
registers	0.501	0.186	0.0267	0.475
total	1.10	0.743	0.222	0.882
worst register-to-register path: cells and delay by family (launching register included):
family                 cells  cell delay [ns]
buffers and inverters      2             0.23
muxes                      1             0.25
DFF                        1             0.42
repair_timing:
action | CTS | global route
resized | 4 | 24
endpoints found under the setup margin | 12 | 21
setup buffers | 2 | 6
placed cells by master (no fill, tap or decap):
| cell | synthesis | final |
|---|---|---|
| sky130_fd_sc_hd__clkdlybuf4s50_1 | 0 | 35 |
| sky130_fd_sc_hd__dfrtp_1 | 16 | 15 |
| sky130_fd_sc_hd__conb_1 | 1 | 13 |
| sky130_fd_sc_hd__dlymetal6s2s_1 | 0 | 13 |
| sky130_fd_sc_hd__mux2_4 | 10 | 10 |
| sky130_fd_sc_hd__mux2_2 | 6 | 6 |
| sky130_fd_sc_hd__buf_4 | 32 | 5 |
| sky130_fd_sc_hd__buf_6 | 1 | 4 |
| sky130_fd_sc_hd__clkbuf_4 | 0 | 3 |
| sky130_fd_sc_hd__clkbuf_2 | 0 | 3 |
| sky130_fd_sc_hd__clkbuf_8 | 0 | 1 |
| sky130_fd_sc_hd__dfrtp_2 | 0 | 1 |
| sky130_fd_sc_hd__clkdlybuf4s15_1 | 0 | 1 |
| sky130_fd_sc_hd__dlygate4sd2_1 | 0 | 1 |
| sky130_fd_sc_hd__buf_12 | 1 | 1 |
Power and IR drop assume default switching activity.
