**./design.v**
```verilog
package mycpu_pkg;
  typedef enum  logic [3:0] {
                RST = 4'b0000,
                INF = 4'b0001,
                EX0 = 4'b0010,
                HLT = 4'b0100,
                XL0 = 4'b1000
                } cu_state_t;
  typedef enum  logic [3:0] {
                FMOVA = 4'b0000,
                FINC  = 4'b0001,
                FADD  = 4'b0010,
                FMUL  = 4'b0011,  
                FSRA  = 4'b0100,  
                FSUB  = 4'b0101,
                FDEC  = 4'b0110,
                FSLA  = 4'b0111,  
                FAND  = 4'b1000,
                FOR   = 4'b1001,
                FXOR  = 4'b1010,
                FNOT  = 4'b1011,
                FMOVB = 4'b1100,
                FSHR  = 4'b1101,
                FSHL  = 4'b1110,  
                FCLR  = 4'b1111
                } fs_t;
  typedef enum    logic [6:0] {
                  MOVA = 7'b0000000,
                  INC  = 7'b0000001,
                  ADD  = 7'b0000010,
                  MUL  = 7'b0000011,  
                  SRA  = 7'b0000100,  
                  SUB  = 7'b0000101,
                  DEC  = 7'b0000110,
                  SLA  = 7'b0000111,  
                  AND  = 7'b0001000,
                  OR   = 7'b0001001,
                  XOR  = 7'b0001010,
                  NOT  = 7'b0001011,
                  MOVB = 7'b0001100,
                  SHR  = 7'b0001101,
                  SHL  = 7'b0001110,
                  CLR  = 7'b0001111,
                  LDI  = 7'b1001100,
                  ADI  = 7'b1000010,
                  LD   = 7'b0010000,
                  ST   = 7'b0100000,
                  BRZ  = 7'b1100000,
                  BRN  = 7'b1100001,
                  JMP  = 7'b1110000,
                  IOR  = 7'b0010001,  
                  IOW  = 7'b0100001,  
                  XXL  = 7'b1111110,  
                  HAL  = 7'b1111111  
                  } opcode_t;
   typedef enum logic[1:0] {
                  PC_NOP = 2'b00,
                  PC_INC = 2'b01,
                  PC_BRA = 2'b10,
                  PC_JMP = 2'b11
                  } pc_t;
endpackage
import mycpu_pkg::*;
module rb
  (
   input logic 	       clk,
   input logic 	       rst_n,
   input logic [15:0]  d_in,
   input logic 	       rw_in,
   input logic [11:0]   rs_in,
   output logic [15:0] a_out,
   output logic [15:0] b_out
   );
logic [15:0][15:0] rb_r;
always_ff @( posedge clk or negedge rst_n )
begin : rb_regs
  if (rst_n == '0)
    begin
      rb_r <= '0;
    end
  else
    begin
      if (rw_in == '1)
        begin
          rb_r[rs_in[11:8]] <= d_in;
        end
      else
        begin
          rb_r <= rb_r;
        end
    end
end : rb_regs
always_comb
begin : amux_logic
  a_out = rb_r[rs_in[7:4]];
end : amux_logic
always_comb
begin : bmux_logic
  b_out = rb_r[rs_in[3:0]];
end : bmux_logic
endmodule
```
**./run.sh**
```bash
#!/bin/bash
# OpenROAD 26Q1-2900-gdf79404cd8, Yosys 0.63+post, stock flow scripts
make -C /OpenROAD-flow-scripts/flow DESIGN_CONFIG=/design/flow/config.mk WORK_HOME=/design/flow/orfs finish
```
**./config.mk**
```make
export PLATFORM = sky130hd
export DESIGN_NAME = rb
export DESIGN_NICKNAME = rb
export VERILOG_FILES = /design/flow/design.v
export SDC_FILE = /design/flow/constraint.sdc
export NUM_CORES = 4
export LEC_CHECK = 1
export CORE_UTILIZATION = 30
```
**./constraint.sdc**
```tcl
current_design rb

set clk_period 3.2
set clk_io_pct 0.2

create_clock -name clk0 -period $clk_period [get_ports {clk}]

set non_clock_inputs [all_inputs -no_clocks]
set_input_delay [expr $clk_period * $clk_io_pct] -clock clk0 $non_clock_inputs
set_output_delay [expr $clk_period * $clk_io_pct] -clock clk0 [all_outputs]
```
==> Changelog: implementation <==
### Implementation results

- Run status: finished clean
- Vias per Instance: 5.43
- GRT Overall Usage: between 15 and 20%
- Register bit count reported by yosys: 256
- RSZ-0062 raised after global routing: yes
- Setup slack, reg-to-reg: 2380 ps
- Slowest CP cell: mux4_2
- Critical path's most frequent cell: buf_4
- Port bufs: 62
- Tool warnings: 26
- Register Area: 0.00641 mm^2
- Yosys stat cell total: 892
- Worst skew pair latency: 550 ps
- Vias: about 8700
- Largest net degree at the start of global routing: about 77
- Psw: 2.98 mW
- Reg2Reg Depth: 1
- Int Pwr: ~8.1 mW
- # setup viols final: 0
- R2r endpoint: rb_r[249]
- Reg-to-reg startpoint: rb_r[249]
- Yosys cell types: 41
- Design Area, Final: between 0.015 and 0.02 mm^2
- Sequential share of power: 44.1%
- Final Routed Wirelength: 39800 um
- Setup_tns: 0 ps
- Max-cap violations: 0
- Root Driver: clkbuf_16
- Post-Syn Area: about 0.014 mm^2
- Init Core Util: 30.7%
- Slowest stage delay, CP: 510 ps
- Clock share of power: 29.8%
- Post-DP HPWL: between 20000 and 25000 um
- Ys async rst share: 100%
- CP arrival: 2480 ps
- GR Overflow Total: 0
- Clock Sink Count: 256
- Crit path launch: rs_in[4]
- TritonCTS clock tree: yes
- Final period util: 97.4%
- Placed standard-cell area: 0.0155 mm^2
- RD Place Congestion: between 0.8 and 0.9
- Data required, critical path: 2560 ps
- Final Max Slew Viols: 0
- Placeable Area: 0.0445 mm^2
- Synthesis area per yosys: 0.0136 mm^2
- Largest reg by FF count: rb_r
- CTS Buffer Depth: 3
- # diodes: 0
- Comb pwr share: 26.1%
- Pwr Density: ~670 mW/mm^2
- Fraction of final layout cells sized beyond drive strength 1: 48.4%
- Chip width: 215 um
- DR WL/cell: 24.9 um
- Worst setup EP type: output pin
- I/O pins: 63
- Tmin final: 3120 ps
- Register share after synthesis: 46.9%
- Die Area: roughly 0.046 mm^2
- Routed Antenna Nets: 0
- Initial antenna violation count: 0
- Worst Path Max Fanout: 13
- DRC: 0
- Max reg flops: between 200 and 300
- Fillers: about 4000
- First-pass GRT wire length: just over 60000 um
- Critical setup path kind: in -> out
- Iteration-0 DRC count of the detailed router: 393
- Slew HR: a little over half
- Comb area: 0.00680 mm^2
- Die height: 215 um
- Finished Core Util: 37.3%
- First-pass iteration count of the detailed router: 4
- Worst-path clk slew: 60 ps
- Main flop type: dfrtp_1
- Worst path bufs/invs: 4
- Crit path cell chain: buf_4 -> buf_12 -> buf_4 -> mux4_2 -> a22oi_1 -> nand2_1 -> clkdlybuf4s50_1
- H-tree Lvls: 1
- Endpoints failing hold: 0
- Layout area overhead: 21.6%
- Peak supply drop: 0.436 mV
- Avg Inst Size Synth: 15.3 um^2
- Synthesized instance count: 892
- Final Skew: 0 ps
- CTS buffer count: 28
- Crit start category: input port
- Largest registers: rb_r x256
- Critical path's top delay family: buffers and inverters
- Switching part of the total: 26.8%
- Flip-flops with a built-in enable: 0
- Synth warnings: 1
- Leakage dissipation: 6.95 nW
- Num rows: 77
- Fmax: ~320 MHz
- Worst min path class: in -> async
- Worst-margin pin slew: between 600 and 700 ps
- Vias in the first global route: 9468
layout make-up:
| class | count | share of cell area, % |
|---|---|---|
| clock buffers | 40 | 4.86 |
| inverters | 3 | 0.0679 |
| repair buffers | 149 | 10.2 |
| flip-flops and latches | 256 | 38.6 |
| multi-input cells | 547 | 41.0 |
| clock inverters | 11 | 0.829 |
| well taps | 592 | 4.46 |
worst max path at each step:
stage	end	slack [ps]	cells past startpoint
after CTS	b_out[4]	30	6
after global routing	a_out[10]	-20	7
final	a_out[10]	80	7
layer usage:
metal / wire length, um / GRT usage (%)
met1: 15500 / 24.1
met2: 19300 / 29.1
met3: 3530 / 7.23
met4: 1380 / 4.87
met5: 0 / 0
Yosys cell counts, types with 4 or more instances:
library cell / count / area (um^2)
mux2_4: 8 / 120
buf_6: 11 / 124
nor2b_1: 4 / 25.0
a22o_2: 8 / 80.1
nor2_1: 4 / 15.0
a22oi_1: 64 / 480
nand2_1: 48 / 180
a22o_1: 56 / 490
dfrtp_1: 256 / 6410
clkbuf_1: 45 / 169
o21ai_0: 7 / 35.0
mux2_2: 177 / 1990
mux4_2: 128 / 2880
buf_4: 6 / 45.0
nor3_4: 4 / 65.1
nand2b_1: 7 / 43.8
buf_1: 4 / 15.0
buf_2: 19 / 95.1
layout by cell type (no fill, tap or decap), types with 4 or more instances in the layout:
cell type,netlist,routed
clkbuf_16,0,29
buf_4,6,57
clkinv_2,0,5
nand2b_1,7,7
a22o_2,8,8
clkdlybuf4s50_1,0,57
dfrtp_1,256,256
nor3_4,4,4
clkbuf_8,0,4
mux2_2,177,177
nor2b_2,0,4
a22oi_1,64,63
nand2_2,3,4
mux4_2,128,128
nand2_1,48,47
mux2_4,8,8
clkbuf_1,45,7
o21ai_0,7,7
buf_12,0,32
a22o_1,56,56
what timing repair did:
item	in CTS	in global routing
hold buffers	0	0
setup buffers	0	11
setup endpoints to repair	0	5
resized	0	4
logic make-up (layout without fill, tap and decap cells):
family          Yosys count  in the layout  share of synthesized area, %
xor+xnor                  1              1                        0.0642
flops                   256            256                          46.9
buf+inv                  89            203                          3.40
compound gates          144            144                          8.87
mux                     313            313                          36.6
simple gates             87             87                          3.93
fa+ha+maj                 2              2                         0.183
metrics by stage:
step	worst slack [ps]	hold slack (ps)	std cells	power, mW
floorplan	463	344	892	6.78
global placement	-15.9	485	1536	7.75
detailed placement	8.38	497	1536	7.85
CTS	27.4	98.6	1587	11.2
global route	-17.0	120	1598	11.7
finish	82.6	63.6	1598	11.1
power by group through the flow:
stage	registers, mW	clock network (mW)	logic [mW]
CTS	4.90	3.38	2.93
global route	5.05	3.51	3.13
finish	4.91	3.31	2.91
Power and IR drop assume default switching activity.
